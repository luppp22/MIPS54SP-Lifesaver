$ cat ./run.sh
#!/bin/bash
# OpenROAD 26Q1-2900-gdf79404cd8, Yosys 0.63+post, stock flow scripts
make -C /OpenROAD-flow-scripts/flow DESIGN_CONFIG=/design/flow/config.mk WORK_HOME=/design/flow/orfs finish
$ cat ./config.mk
export PLATFORM = sky130hd
export DESIGN_NAME = Seg7x16
export DESIGN_NICKNAME = Seg7x16
export VERILOG_FILES = /design/flow/design.v
export SDC_FILE = /design/flow/constraint.sdc
export NUM_CORES = 4
export LEC_CHECK = 1
export CORE_UTILIZATION = 30
$ cat ./constraint.sdc
current_design Seg7x16

set clk_period 3.6
set clk_io_pct 0.2

create_clock -name clk0 -period $clk_period [get_ports {clk}]

set non_clock_inputs [all_inputs -no_clocks]
set_input_delay [expr $clk_period * $clk_io_pct] -clock clk0 $non_clock_inputs
set_output_delay [expr $clk_period * $clk_io_pct] -clock clk0 [all_outputs]
$ cat ./design.v
`timescale 1ns / 1ps
module Seg7x16(
    input clk,
	input reset,
	input cs,
    input [31:0] i_data,
	output [7:0] o_seg,
	output [7:0] o_sel
    );
    reg [14:0] cnt;
	always @ (posedge clk, posedge reset) begin
        if (reset) cnt <= 0;
        else cnt <= cnt + 1'b1;
    end
    wire seg7_clk = cnt[14]; 
	reg [2:0] seg7_addr;
	always @ (posedge seg7_clk, posedge reset) begin
        if(reset) seg7_addr <= 0;
		else seg7_addr <= seg7_addr + 1'b1;
    end
	reg [7:0] o_sel_r;
	always @ * begin
        case(seg7_addr)
		    7 : o_sel_r = 8'b01111111;
		    6 : o_sel_r = 8'b10111111;
		    5 : o_sel_r = 8'b11011111;
		    4 : o_sel_r = 8'b11101111;
		    3 : o_sel_r = 8'b11110111;
		    2 : o_sel_r = 8'b11111011;
		    1 : o_sel_r = 8'b11111101;
		    0 : o_sel_r = 8'b11111110;
		endcase
    end
	reg [31:0] i_data_store;
	always @ (posedge clk, posedge reset) begin
        if(reset) i_data_store <= 0;
		else if(cs) i_data_store <= i_data;
    end
	reg [3:0] seg_data_r;
	always @ (*) begin
		case(seg7_addr)
		  	0 : seg_data_r = i_data_store[3:0];
		  	1 : seg_data_r = i_data_store[7:4];
		  	2 : seg_data_r = i_data_store[11:8];
		  	3 : seg_data_r = i_data_store[15:12];
		  	4 : seg_data_r = i_data_store[19:16];
		  	5 : seg_data_r = i_data_store[23:20];
		  	6 : seg_data_r = i_data_store[27:24];
		  	7 : seg_data_r = i_data_store[31:28];
		endcase	
	end
	reg [7:0] o_seg_r;
	always @ (posedge clk, posedge reset) begin
        if(reset) o_seg_r <= 8'hff;
	    else begin
            case(seg_data_r)
                4'h0 : o_seg_r <= 8'hC0;
                4'h1 : o_seg_r <= 8'hF9;
                4'h2 : o_seg_r <= 8'hA4;
                4'h3 : o_seg_r <= 8'hB0;
                4'h4 : o_seg_r <= 8'h99;
                4'h5 : o_seg_r <= 8'h92;
                4'h6 : o_seg_r <= 8'h82;
                4'h7 : o_seg_r <= 8'hF8;
                4'h8 : o_seg_r <= 8'h80;
                4'h9 : o_seg_r <= 8'h90;
                4'hA : o_seg_r <= 8'h88;
                4'hB : o_seg_r <= 8'h83;
                4'hC : o_seg_r <= 8'hC6;
                4'hD : o_seg_r <= 8'hA1;
                4'hE : o_seg_r <= 8'h86;
                4'hF : o_seg_r <= 8'h8E;
		    endcase
        end
    end
	assign o_sel = o_sel_r;
	assign o_seg = o_seg_r;
endmodule
==> changes_impl.md <==
## Implementation

- Max Freq: 501 MHz
- Worst-path clk slew: 0.10 ns
- # setup viols final: 0
- Drt total wl: 5250 um
- Row count: 34
- Critical path launch point type: register
- Flops & latches, synth: 57
- CP endpoint kind: output port
- Buf+Inv Stages, Crit Path: 1
- Synth cell types: 42
- Max_cap viols: 0
- Hold depth: 1
- Biggest area cells: dfrtp_1 46%, mux2_2 14%, dfstp_2 6.7%
- Drt via density: 4.63
- Worst-path fanout max: 1
- Latency at later pin: 0.30 ns
- Remaining DRCs: 0
- CTS tree: yes
- Gr usage total: 12.2%
- Dpl hpwl: 3780 um
- Slowest-stage cell, CP: dfstp_2
- Finished Core Util: 39.4%
- Ant. Diodes: 0
- Setup repair bufs after CTS: 0
- Iteration-0 DRC Markers: 36
- Levels on crit path: 1
- Max incr delay on CP: 0.53 ns
- Resized Gates After CTS: 0
- Top cells by count: 50 x dfrtp_1, 34 x mux2_2, 15 x inv_1
- Worst VDD drop: 0.159 mV
- Final hold vios: 0
- Status: completed
- Placer congestion estimate: 0.720
- First-pass GRT wire length: 9110 um
- Die Span Y: 97.4 um
- Dpl cells: 366
- Hold buffers post-CTS: 0
- Max Transition Viols Final: 0
- CTS H-tree lvls: 2
- Commonest flop: dfrtp_1
- Clock Skew: 0.0102 ns
- Finished Layout Cells: 374
- Wire length on met3: 259 um
- Finished Cell Area: 0.00345 sq mm
- Register pins left without a clock: 3
- Yosys chip area: 0.00273 sq mm
- DRT antenna net count: 0
- Tcrit/Tclk final: 55.4%
- Initial Util: 31.1%
- Port bufs: 49
- Dominant cell by count in the synthesized netlist: dfrtp_1
- Period minus WS final: 2.00 ns
- DR WL met2: 2310 um
- M1 wire length: 2630 um
- DR top layer: met4
- Leakage power: 0.00149 uW
- Ports: 51
- Power Dens Cells: 396 mW/mm^2
- DP Area: 0.00331 sq mm
- GRT overflow: 0
- Ys cells: 218
- Vias in the first global route: 1798
- Post-synth top area cell: dfrtp_1
- Setup tns final: 0 ns
- RSZ-0062 raised after global routing: false
- Root Buffer: clkbuf_8
- Ys Warns: 1
- Initial antenna violation count: 0
- Crit-path cells: clkdlybuf4s50_1
- CTS max path bufs: 2
- WP data required: 2.88 ns
- Area grow syn2layout: 26.5%
- Layout cells sized above 1: 23.7%
- R2R depth: 7
- Seq/Total Area, Yosys: 52.6%
- WP data arrival: 1.28 ns
- Slew headroom: 55.0%
- Hold crit path type: reg -> reg
- Area of the chip: 0.00948 sq mm
- Number of enable flip-flop cells: 0
- Die Wd: 97.4 um
- Ys async rst share: 100%
- Pre-Repair DR Iteration Count: 4
- Syn Inst Count: 218
- Synth top area share: 45.9%
- Syn Area/Cell: 12.5 sq um
- Routed wire per std cell: 14.0 um
- Largest net degree at the start of global routing: 33
- Crit path kind: reg -> out
- Post-synthesis instance area: 0.00273 sq mm
- Vias: 1731
- Tool warning count: 34
- Crit path max-delay family: flip-flops
- Total CTS buffers: 5
- Endpoints left unconstrained: 11
- Core footprint: 0.00876 sq mm
- Slew @ Worst Pin: 0.675 ns
- Tot Pwr: 1370 uW
[metal layers]
layer,GRT usage (%),vias up
li1,-,852
met1,19.8,833
met2,17.8,42
met3,2.64,4
met4,1.13,0
met5,0,-
[metrics by stage]
stage | hold WS (ns) | setup slack [ns]
after floorplan | 0.436 | 1.49
after global placement | 0.458 | 1.53
after detailed placement | 0.461 | 1.52
after CTS | 0.479 | 1.58
after global routing | 0.500 | 1.54
final | 0.477 | 1.60
[power by group]
group,internal (uW),leakage [uW],switching [uW]
registers,666,0.000689,21.7
clock network,297,0.0000714,190
logic,121,0.000731,70.0
total,1080,0.00149,282
[final timing paths]
path                                         startpoint                      endpoint  slack (ns)
setup reg to reg           i_data_store[25]$_DFFE_PP0P_          o_seg_r[0]$_DFF_PP1_        1.68
hold / removal                         cnt[4]$_DFF_PP0_              cnt[4]$_DFF_PP0_        0.48
hold reg to reg                        cnt[4]$_DFF_PP0_              cnt[4]$_DFF_PP0_        0.48
min in group asynchronous                         reset              cnt[1]$_DFF_PP0_        0.83
setup / recovery                   o_seg_r[5]$_DFF_PP1_                      o_seg[5]        1.60
max in group asynchronous                         reset  i_data_store[17]$_DFFE_PP0P_        1.95
[logic make-up (layout without fill, tap and decap cells)]
kind of cell / count (synthesis) / in the layout / synth area share [%]
AND-OR/OR-AND: 24 / 24 / 7.43
XOR/XNOR: 14 / 14 / 4.49
flip-flops: 57 / 57 / 52.6
AND/OR/NAND/NOR: 40 / 40 / 7.79
buffers and inverters: 27 / 75 / 4.58
multiplexers: 42 / 42 / 17.0
adder cells (fa/ha/maj): 13 / 13 / 5.96
other: 1 / 1 / 0.137
[flip-flops by register name, indices dropped and copies added, names as in the netlist]
name	flops
cnt	15
i_data_store	32
seg7_addr	3
o_seg_r	7
[layout by cell type (no fill, tap or decap), types with 3 or more instances in the layout]
master / Yosys / routed
dfstp_2: 7 / 7
nor2_1: 4 / 4
nand3_1: 9 / 9
nor3b_1: 3 / 3
ha_1: 13 / 13
xnor2_1: 9 / 9
mux2_2: 34 / 34
mux2i_1: 7 / 7
and3_1: 4 / 4
xor2_1: 5 / 5
buf_4: 1 / 3
nand2_1: 10 / 10
clkdlybuf4s50_1: 0 / 49
nor3_1: 4 / 4
dfrtp_1: 50 / 50
clkbuf_8: 0 / 6
o21ai_0: 3 / 3
inv_1: 15 / 14
[cell type report]
cell class	count	area [sq um]
Timing Repair Buffer	52	513
Multi-Input combinational cell	134	1170
Clock buffer	6	82.6
Inverter	15	56.3
Sequential cell	57	1440
Clock inverter	2	60.1
Fill cell	844	5310
Tap cell	108	135
Power is estimated from default activity; no workload was simulated.
