==> /design/flow/design.v <==
`timescale 1ns / 1ps
module WidthConv1(
    input wire [1:0] widthType,
    input wire [1:0] dataPos,
    input wire [31:0] iRfData,
    input wire [31:0] iMemData,
    output reg [31:0] oMemData
    );
    always @ * begin
        case (widthType)
        2'b00: begin
            oMemData = iRfData;
        end
        2'b01: begin
            case (dataPos)
                2'b00: oMemData = {iMemData[31:16], iRfData[15:0]};
                2'b10: oMemData = {iRfData[15:0], iMemData[15:0]};
                default: oMemData = iRfData;
            endcase
        end
        2'b10: begin
            case (dataPos)
                2'b00: oMemData = {iMemData[31:8], iRfData[7:0]};
                2'b01: oMemData = {iMemData[31:16], iRfData[7:0], iMemData[7:0]};
                2'b10: oMemData = {iMemData[31:24], iRfData[7:0], iMemData[15:0]};
                2'b11: oMemData = {iRfData[7:0], iMemData[23:0]};
            endcase
        end
        default: begin
            oMemData = iRfData;
        end
        endcase
    end
endmodule
==> /design/flow/run.sh <==
#!/bin/bash
# OpenROAD 26Q1-2900-gdf79404cd8, Yosys 0.63+post, stock flow scripts
make -C /OpenROAD-flow-scripts/flow DESIGN_CONFIG=/design/flow/config.mk WORK_HOME=/design/flow/orfs finish
==> /design/flow/config.mk <==
export PLATFORM = sky130hd
export DESIGN_NAME = WidthConv1
export DESIGN_NICKNAME = WidthConv1
export VERILOG_FILES = /design/flow/design.v
export SDC_FILE = /design/flow/constraint.sdc
export NUM_CORES = 4
export LEC_CHECK = 1
export CORE_AREA = 10 10 93 93
export DIE_AREA = 0 0 103 103
==> /design/flow/constraint.sdc <==
current_design WidthConv1

set clk_period 3.7
set clk_io_pct 0.2

create_clock -name clk0 -period $clk_period

set non_clock_inputs [all_inputs -no_clocks]
set_input_delay [expr $clk_period * $clk_io_pct] -clock clk0 $non_clock_inputs
set_output_delay [expr $clk_period * $clk_io_pct] -clock clk0 [all_outputs]
==> results.json <==
{
  "initCoreUtil": 0.151,
  "top_cell_area_share": 0.147,
  "numPortBuffers": 100,
  "drive_above_1_share": 0.0720,
  "combPwrFrac": 1.000,
  "yosys_cells": 155,
  "core_area_sq_um": 6760,
  "num_antenna_cells": 0,
  "outcome": "completed",
  "antenna_found_initial": 0,
  "wl_mm": 6.04,
  "clkbuf_count": 0,
  "path_max_fanout": 8,
  "vias": 1617,
  "area_delta_synth_final_pct": 108,
  "die-area_sq_um": 10600,
  "worstMarginPinSlew_ns": 0.408,
  "p_sw_frac": 0.365,
  "fin_crit_ns": 3.61,
  "fmax_mhz": 277,
  "place_hpwl_mm": 4.92,
  "post_cts_buffers": 0,
  "tns_ns": 0,
  "pwr-share-clk": 0,
  "worstPathRequired_ns": 2.96,
  "period_used_share": 0.975,
  "slew_viol_final": 0,
  "p_leak_nw": 0.805,
  "drc": 0,
  "dr.pass1.iters": 5,
  "io_pins": 100,
  "ir_drop_mv": 0.0487,
  "seq_area_sq_um": 0,
  "yosys_area_sq_um": 1020,
  "hold_viol_final": 0,
  "drtIter0Drc": 133,
  "area_leaders": "a221o_1 (15%), nand2_1 (9.5%), a21oi_1 (8.8%), mux2i_1 (7.8%), a22o_1 (6.9%)",
  "post-route-util": 0.315,
  "synth_seq_share": 0,
  "syn_area_sq_um": 1020,
  "antenna_left": 0,
  "p_total_mw": 0.304,
  "grt_pass1_wl_mm": 8.69,
  "slowest_delay_ns": 0.48,
  "crit_chain": "clkdlybuf4s50_1 -> ha_1 -> a21oi_1 -> nor3_4 -> a22o_1 -> clkdlybuf4s50_1",
  "hold_path.class": "in2out",
  "grt_max_degree": 34,
  "syn-instance-count": 155,
  "synthDistinctLibCells": 30,
  "start_kind": "input port",
  "crit_top_cell": "clkdlybuf4s50_1",
  "ys.warnings.count": 1,
  "crit_slowest_cell": "clkdlybuf4s50_1",
  "nFlopsAndLatches": 0,
  "p_switching_mw": 0.111,
  "die-width_um": 103,
  "finalSetupViolCount": 0,
  "max-cap-violations": 0,
  "internal_power_mw": 0.193,
  "cp.buffers_inverters": 2,
  "power_density_nw_per_um2": 143,
  "crit_family": "buffers and inverters",
  "grt_usage": 0.105,
  "syn_avg_cell_area_sq_um": 6.60,
  "grt_remaining_overflow": 0,
  "dp.cells": 330,
  "rsz0062_at_grt": "no",
  "rows": 30,
  "gp_congestion": 0.864,
  "critical_path_class": "in2out",
  "top_area_cell": "a221o_1",
  "routed_via_density": 4.90,
  "die-height_um": 103,
  "endpoint_kind": "output port",
  "grt_pass1_vias": 1555,
  "maxSlewHeadroom": 0.728,
  "finalNonFillerCells": 330,
  "worst_ep_arrival_time_ns": 2.87,
  "pwr-share-seq": 0,
  "wl_per_cell_um": 18.3,
  "warning_count": 33
}
[layer usage]
metal	part of all wire	track usage	wire, um	up-vias
met5	0	0	0	-
met4	0	0	0	0
met3	0.11	0.0278	646	0
met2	0.50	0.181	3020	85
met1	0.39	0.135	2380	743
li1	-	-	-	789
[cell usage in the layout (no fill, tap or decap), types with 2 or more instances in the layout]
master	Yosys	routed
nand3_1	9	9
nand2b_1	2	2
a221o_1	15	15
inv_1	3	3
o31ai_1	8	8
o21ai_0	10	9
o21ai_1	1	2
a22o_1	8	8
clkdlybuf4s50_1	0	100
nor2b_1	8	8
nand2_1	26	26
a21oi_1	18	18
nor3_4	2	2
mux2i_1	8	8
buf_4	3	7
o22ai_1	8	8
nor2_1	3	3
buf_12	0	2
[cell usage after synthesis (all sizes together)]
cell type	number
clkinv	1
nand2b	3
nand3	9
o31ai	8
a21oi	20
nand2	27
nor2b	8
o22ai	8
ha	2
inv	3
buf	13
a221o	15
o21ai	11
mux2i	8
clkbuf	1
a21o	1
nor2	4
a22o	8
or2	1
nor3	2
and4b	1
o21a	1
[final timing paths]
kind | from | to | slack, ns | depth (start not counted)
hold / removal | iRfData[21] | oMemData[21] | 2.40 | 4
setup / recovery | widthType[0] | oMemData[1] | 0.09 | 6
[kinds of logic (layout without fill, tap and decap cells)]
logic type,count (synthesis),after routing,synth area share
AOI/OAI and AO/OA,72,72,0.504
adders and majority gates,2,2,0.0245
buffers and inverters,18,113,0.108
muxes,8,8,0.0783
and+or+nand+nor,55,55,0.285
[worst min-delay path: cells and delay by family]
| family | cells | cell delay (ns) |
|---|---|---|
| buf+inv | 2 | 0.80 |
| simple gates | 1 | 0.06 |
| compound gates | 1 | 0.06 |
[power groups by stage]
stage / combinational (mW) / sequential, mW / clock (mW)
after global routing: 0.330 / 0 / 0
final: 0.304 / 0 / 0
after CTS: 0.306 / 0 / 0
[area by class of cell]
type | count | area [sq um]
multi-input combinational | 137 | 920
fill | 716 | 4630
timing repair buffer | 109 | 1090
inverter | 4 | 15.0
tap | 80 | 100
[timing repair]
| item | in CTS | in global routing |
|---|---|---|
| endpoints found under the setup margin | 0 | 21 |
| gates resized | 0 | 3 |
| hold buffers | 0 | 0 |
[metrics by stage]
step | setup WS, ns | instance area, sq um | hold WS, ns
6_report | 0.0915 | 2130 | 2.40
4_1_cts | 0.0883 | 2120 | 2.41
3_5_place_dp | 0.0952 | 2120 | 2.40
2_1_floorplan | 1.12 | 1020 | 1.54
3_3_place_gp | 0.110 | 2120 | 2.40
5_1_grt | 0.0127 | 2130 | 2.44
Power figures rest on the tool's default switching activity, not on a simulated workload.
