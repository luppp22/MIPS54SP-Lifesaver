`/design/flow/config.mk`:
```
export PLATFORM = sky130hd
export DESIGN_NAME = WidthConv2
export DESIGN_NICKNAME = WidthConv2
export VERILOG_FILES = /design/flow/design.v
export SDC_FILE = /design/flow/constraint.sdc
export NUM_CORES = 4
export LEC_CHECK = 1
export CORE_AREA = 10 10 70 70
export DIE_AREA = 0 0 80 80
```
`/design/flow/constraint.sdc`:
```
current_design WidthConv2

set clk_period 5.2
set clk_io_pct 0.2

create_clock -name clk0 -period $clk_period

set non_clock_inputs [all_inputs -no_clocks]
set_input_delay [expr $clk_period * $clk_io_pct] -clock clk0 $non_clock_inputs
set_output_delay [expr $clk_period * $clk_io_pct] -clock clk0 [all_outputs]
```
`/design/flow/design.v`:
```
`timescale 1ns / 1ps
module WidthConv2(
    input wire sign,
    input wire [1:0] widthType,
    input wire [1:0] dataPos,
    input wire [31:0] iMemData,
    output reg [31:0] oRfData
    );
    always @ * begin
        case (widthType)
            2'b00: begin
                oRfData = iMemData;
            end
            2'b01: begin
                case (dataPos)
                    2'b00: oRfData = {(sign ? {(16){iMemData[15]}} : 16'b0), iMemData[15:0]};
                    2'b10: oRfData = {(sign ? {(16){iMemData[31]}} : 16'b0), iMemData[31:16]};
                    default: oRfData = iMemData;
                endcase
            end
            2'b10: begin
                case (dataPos)
                    2'b00: oRfData = {(sign ? {(24){iMemData[7]}} : 24'b0), iMemData[7:0]};
                    2'b01: oRfData = {(sign ? {(24){iMemData[15]}} : 24'b0), iMemData[15:8]};
                    2'b10: oRfData = {(sign ? {(24){iMemData[23]}} : 24'b0), iMemData[23:16]};
                    2'b11: oRfData = {(sign ? {(24){iMemData[31]}} : 24'b0), iMemData[31:24]};
                endcase
            end
            default: begin
                oRfData = iMemData;
            end
        endcase
    end
endmodule
```
`/design/flow/run.sh`:
```
#!/bin/bash
# OpenROAD 26Q1-2900-gdf79404cd8, Yosys 0.63+post, stock flow scripts
make -C /OpenROAD-flow-scripts/flow DESIGN_CONFIG=/design/flow/config.mk WORK_HOME=/design/flow/orfs finish
```
==> notes.md <==
yosys + openroad results -> status=complete, no violations, antenna cells=0, FP Util=between 20 and 30%, Post-CTS Setup Repair Bufs=0, Synth cell types=28, CTS Hold Bufs=0, fin cells=between 200 and 250, row count=21, worst slack at placement=about 0.87 ns, net switching power=roughly 0.064 mW, Post-Syn Area=950.9 µm², PostCTS Resize Cnt=0, placed instance count=236, DRC errors left=0, Syn Area/Cell=around 7.2 µm², vias per cell=roughly 5.3, Hold Path Depth=4, relative slew slack=61.42%, tool warnings=33, worst setup margin=just under 0.9 ns, pwr/cell area=about 110 nW/µm², die width=approximately 80 µm, Comb pwr share=roughly 100%, cell accounting for the most synthesized area=a2bb2oi_1, PortBufs=roughly 69, WP data arrival=3.29 ns, clock network fraction of total power=0%, Peak Freq=about 0.23 GHz, crit-path most repeated cell=clkdlybuf4s50_1, fill count=335, dominant kind of combinational cell=AND-OR/OR-AND gates, fin. max-slew vios=0, chip height=80 µm, Area Growth Syn to Fin=74.08%, Final GP Congestion=around 0.86, MaxCap Viol Count=0, Period minus WS final=around 4.3 ns, first-pass GRT wire length=about 6600 µm, sw frac=~37%, initial antenna violation count=0, grt total ovfl=0, area figure in the yosys stat output=950.9 µm², flop count=0, layout cell share with drive strength beyond 1=under 10%, Critical Path Fanout Max=19, final hold vios=0, Fin Setup TNS=0 ns, # Cells Yosys=around 130, Yosys Warn Count=1, critical path type=in2out, mux frac, synth=approximately 14%, Pleak=between 0.6 and 0.7 nW, wire per inst=17.61 µm, Slew @ Worst Pin=approximately 0.58 ns, I/O pins=between 60 and 70, TritonRoute pass-1 iters=4, Peak VDD IR=about 0.043 mV, and+or+nand+nor area frac=between 30% and 40%, Setup-failing EPs final=0, # clk buffers=0, element type at the critical path end=output pin, routed via count=~1,300, Int Pwr=0.1102 mW, Die ar.=approximately 6400 µm², antenna-violating nets left=0, Reg power frac=0%, Seq. cell area=0 µm², Area leader share=between 10% and 20%, CP Launch Type=primary input, AND-OR/OR-AND Cells, Area Fraction=between 30% and 40%, cycle use final=83.36%, DP Wirelength=3341 µm, FA/HA/MAJ Cells, Area Fraction=~2.6%, Seq/Total Area, Yosys=0%, core area=~3400 µm², Post-Synthesis Cells=about 130, number of global-route vias before repair=about 1,300, worst hold path type=in2out, CP required=4.16 ns, Top cells by area=a2bb2oi_1, nand2_1, mux2_2, or4b_1, and4b_1, crit-path max cell delay=about 0.48 ns, xor/xnor share of the synthesized area=0%, setup repair after global routing missed its margin=false, largest net degree at the start of global routing=31, initial detailed-routing violation count=around 110, slowest CP cell=clkdlybuf4s50_1, critical path cell sequence=clkdlybuf4s50_1, inv_1, ha_1, and4bb_2, a32oi_4, nand2_1, clkdlybuf4s50_1, Global Route Usage Sum=between 10 and 15%, Post-Route WL=between 4000 and 5000 µm
[worst paths after layout]
kind                      from     endpoint  slack, ns
setup / recovery  widthType[1]  oRfData[20]       0.87
hold / removal    iMemData[25]  oRfData[25]       3.04
[layout make-up]
cell class | instances | area [µm²] | share of cell area, %
multi-input combinational | 113 | 865.8 | 52.31
timing repair buffer | 72 | 713.2 | 43.08
inverter | 5 | 18.77 | 1.134
tap | 46 | 57.56 | 3.477
[synth_stat cells (all sizes together)]
library cell	count
clkinv	1
and2	1
mux2	8
nor2	2
and4bb	1
mux4	1
o221ai	7
a311oi	7
ha	2
and4b	7
or4b	8
or2	1
clkbuf	9
o32a	1
a211oi	1
inv	4
nand2	35
and2b	1
mux2i	2
a32oi	1
o211ai	8
buf	5
a21o	1
nand2b	2
nor3b	1
a2bb2oi	15
[per-layer routing]
metal / up-vias / part of all wire [%] / global-route usage (%)
met5: - / 0 / 0
met4: 0 / 0.53 / 0.7042
met3: 2 / 10 / 4.318
met2: 49 / 42 / 18.54
met1: 566 / 48 / 17.34
li1: 643 / - / -
[cells by family (layout without fill, tap and decap cells)]
kind of cell	Yosys count	after routing
AOI/OAI and AO/OA	41	41
and+or+nand+nor	59	59
adders and majority gates	2	2
muxes	11	11
buffers and inverters	19	77
[worst max-delay path, delay by kind of cell]
kind                     cells  cell delay (ns)
AND-OR/OR-AND                1             0.43
adder cells (fa/ha/maj)      1             0.38
buffers and inverters        3             0.97
AND/OR/NAND/NOR              2             0.46
[cells in the final DEF (no fill, tap or decap), drive strengths merged, types with 2 or more instances in the layout]
cell type / Yosys / final
and4b: 7 / 7
inv: 4 / 4
nand2: 35 / 35
nand2b: 2 / 2
mux2i: 2 / 2
buf: 5 / 3
o221ai: 7 / 7
o211ai: 8 / 8
clkdlybuf4s50: 0 / 69
a2bb2oi: 15 / 15
a311oi: 7 / 7
mux2: 8 / 8
ha: 2 / 2
nor2: 2 / 2
or4b: 8 / 8
[power by group through the flow]
stage / registers, mW / clock network [mW] / logic (mW)
5_1_grt: 0 / 0 / 0.193
4_1_cts: 0 / 0 / 0.177
6_report: 0 / 0 / 0.175
[per-stage QoR]
step | hold WS [ns] | instance area (µm²) | power, mW | utilization (%)
4_1_cts | 3.055 | 1655 | 0.1771 | 48.46
5_1_grt | 3.081 | 1655 | 0.1926 | 48.46
2_1_floorplan | 2.134 | 950.9 | 0.06915 | -
6_report | 3.039 | 1655 | 0.1746 | 48.46
3_3_place_gp | 3.048 | 1655 | 0.1750 | 48.46
3_5_place_dp | 3.051 | 1655 | 0.1757 | 48.46
No activity file was given, so power comes from the tool's default toggle rates.
